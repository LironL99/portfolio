==> ./config.mk <==
export PLATFORM = sky130hd
export DESIGN_NAME = top_cpu
export DESIGN_NICKNAME = top_cpu
export VERILOG_FILES = /design/flow/design.v
export SDC_FILE = /design/flow/constraint.sdc
export NUM_CORES = 4
export LEC_CHECK = 1
export CORE_AREA = 10 10 70 70
export DIE_AREA = 0 0 80 80
==> ./run.sh <==
#!/bin/bash
# OpenROAD 26Q1-2900-gdf79404cd8, Yosys 0.63+post, stock flow scripts
make -C /OpenROAD-flow-scripts/flow DESIGN_CONFIG=/design/flow/config.mk WORK_HOME=/design/flow/orfs finish
==> ./constraint.sdc <==
current_design top_cpu

set clk_period 2.4
set clk_io_pct 0.2

create_clock -name clk0 -period $clk_period [get_ports {clk}]

set non_clock_inputs [all_inputs -no_clocks]
set_input_delay [expr $clk_period * $clk_io_pct] -clock clk0 $non_clock_inputs
set_output_delay [expr $clk_period * $clk_io_pct] -clock clk0 [all_outputs]
==> ./design.v <==
module alu_comb (
    input [4:0] op,
    input [7:0] a,
    input [7:0] b,
    output reg [7:0] result
);
always @(*) begin
    case (op)
        5'b00000: result = a + b;
        5'b00001: result = a - b;
        5'b00010: result = a & b;
        5'b00011: result = a | b;
        5'b00100: result = a ^ b;
        5'b00101: result = ~a;
        5'b00110: result = a % b;
        5'b00111: result = a * b;
        5'b01000: result = a / b;
        5'b01001: result = a << b;
        5'b01010: result = a >> b;
        default:  result = 8'b0;
    endcase
end
endmodule
module controller (
    input clk,
    input reset,
    input [15:0] instr,
    output reg [4:0] op,
    output reg [2:0] rd, rs1, rs2,
    output reg signed [7:0] imm,
    output reg imm_mode,
    output reg is_load, is_store, is_jmp, is_branch,
    output reg done,
    output reg [7:0] pc
);
    always @(posedge clk or posedge reset) begin
        if (reset) begin
            pc <= 0;
            done <= 0;
            op <= 5'b0;
            rd <= 3'b0;
            rs1 <= 3'b0;
            rs2 <= 3'b0;
            imm <= 8'sb0;
            imm_mode <= 0;
            is_load <= 0;
            is_store <= 0;
            is_jmp <= 0;
            is_branch <= 0;
        end else begin
            op <= instr[15:11];
            is_load   <= 0;
            is_store  <= 0;
            is_jmp    <= 0;
            is_branch <= 0;
            imm_mode  <= 0;
            case (instr[15:11])
                5'b00000, 5'b00001, 5'b00010, 5'b00011,
                5'b00100, 5'b00101, 5'b00110, 5'b00111,
                5'b01000, 5'b01001, 5'b01010, 5'b01011: begin
                    rd <= instr[10:8];
                    rs1 <= instr[7:5];
                    rs2 <= instr[4:2];
                    imm_mode <= 0;
                end
                5'b10000, 5'b10001, 5'b10010, 5'b10011, 5'b10100: begin
                    rd <= instr[10:8];
                    rs1 <= instr[7:5];
                    imm <= {{3{instr[4]}}, instr[4:0]};
                    imm_mode <= 1;
                    is_load <= (instr[15:11] == 5'b10001);
                end
                5'b11000: begin
                    rs2 <= instr[10:8];
                    rs1 <= instr[7:5];
                    imm <= {{3{instr[4]}}, instr[4:0]};
                    imm_mode <= 1;
                    is_store <= 1;
                end
                5'b11001, 5'b11010, 5'b11011, 5'b11100: begin
                    rs1 <= instr[10:8];
                    rs2 <= instr[7:5];
                    imm <= {{3{instr[4]}}, instr[4:0]};
                    imm_mode <= 0;
                    is_branch <= 1;
                end
                5'b11110: begin
                    imm <= instr[7:0];
                    is_jmp <= 1;
                end
                default: ;  
            endcase
            pc <= pc + 1;
            if (pc >= 8'hFF)
                done <= 1;
        end
    end
endmodule
module data_ram (
    input clk,
    input we,
    input [7:0] addr,
    input [7:0] wdata,
    output reg [7:0] rdata
);
    reg [7:0] mem [0:255];
    always @(posedge clk) begin
        if (we)
            mem[addr] <= wdata;
        rdata <= mem[addr];
    end
    integer i;
    initial begin
        for (i = 0; i < 256; i = i + 1)
            mem[i] = 0;
    end
endmodule
module ex_mem (
    input clk,
    input rst,
    input [7:0] alu_result_in,
    input [7:0] val_rs2_in,
    input [2:0] rd_in,
    input [7:0] mem_addr_in,
    input we_ram_in,
    input we_rf_in,
    output reg [7:0] alu_result_out,
    output reg [7:0] val_rs2_out,
    output reg [2:0] rd_out,
    output reg [7:0] mem_addr_out,
    output reg we_ram_out,
    output reg we_rf_out
);
always @(posedge clk or posedge rst) begin
    if (rst) begin
        alu_result_out <= 8'b0;
        val_rs2_out    <= 8'b0;
        rd_out         <= 3'b0;
        mem_addr_out   <= 8'b0;
        we_ram_out     <= 1'b0;
        we_rf_out      <= 1'b0;
    end else begin
        alu_result_out <= alu_result_in;
        val_rs2_out    <= val_rs2_in;
        rd_out         <= rd_in;
        mem_addr_out   <= mem_addr_in;
        we_ram_out     <= we_ram_in;
        we_rf_out      <= we_rf_in;
    end
end
endmodule
module id_ex (
    input clk,
    input rst,
    input [4:0] op_in,
    input [7:0] val_rs1_in,
    input [7:0] val_rs2_in,
    input [7:0] imm_in,
    input [2:0] rd_in,
    input [2:0] rs1_in,
    input [2:0] rs2_in,
    input imm_mode_in,
    input start_in,
    input [7:0] pc_in,
    input we_ram_in,
    input we_rf_in,
    output reg [4:0] op_out,
    output reg [7:0] val_rs1_out,
    output reg [7:0] val_rs2_out,
    output reg signed [7:0] imm_out,
    output reg [2:0] rd_out,
    output reg [2:0] rs1_out,
    output reg [2:0] rs2_out,
    output reg imm_mode_out,
    output reg start_out,
    output reg [7:0] pc_out,
    output reg we_ram_out,
    output reg we_rf_out
);
always @(posedge clk or posedge rst) begin
    if (rst) begin
        op_out         <= 5'b0;
        val_rs1_out    <= 8'b0;
        val_rs2_out    <= 8'b0;
        imm_out        <= 8'sb0;
        rd_out         <= 3'b0;
        rs1_out        <= 3'b0;
        rs2_out        <= 3'b0;
        imm_mode_out   <= 1'b0;
        start_out      <= 1'b0;
        pc_out         <= 8'b0;
        we_ram_out     <= 1'b0;
        we_rf_out      <= 1'b0;
    end else begin
        op_out         <= op_in;
        val_rs1_out    <= val_rs1_in;
        val_rs2_out    <= val_rs2_in;
        imm_out        <= imm_in;
        rd_out         <= rd_in;
        rs1_out        <= rs1_in;
        rs2_out        <= rs2_in;
        imm_mode_out   <= imm_mode_in;
        start_out      <= start_in;
        pc_out         <= pc_in;
        we_ram_out     <= we_ram_in;
        we_rf_out      <= we_rf_in;
    end
end
endmodule
module if_id (
    input clk,
    input rst,
    input [7:0] pc_in,
    input [15:0] instruction_in,
    output reg [7:0] pc_out,
    output reg [15:0] instruction_out
);
always @(posedge clk or posedge rst) begin
    if (rst) begin
        pc_out <= 8'b0;
        instruction_out <= 16'b0;
    end else begin
        pc_out <= pc_in;
        instruction_out <= instruction_in;
    end
end
endmodule
module instruction_rom (
    input [7:0] addr,
    output reg [15:0] instr
);
    always @(*) begin
        case (addr)
            8'd0: instr = 16'b10000_001_000_00001;  
            8'd1: instr = 16'b10000_010_000_00010;  
            8'd2: instr = 16'b00000_011_001_010_00;  
            8'd3: instr = 16'b00001_100_011_010_00;  
            8'd4: instr = 16'b00010_101_001_100_00;  
            8'd5: instr = 16'b00011_110_101_010_00;  
            8'd6: instr = 16'b00100_111_110_001_00;  
            8'd7: instr = 16'b11110_00000001_00;      
            default: instr = 16'b00000_000_000_00000;
        endcase
    end
endmodule
module mem_wb (
    input clk,
    input rst,
    input [7:0] mem_data_in,
    input [7:0] alu_result_in,
    input [2:0] rd_in,
    input we_rf_in,
    output reg [7:0] mem_data_out,
    output reg [7:0] alu_result_out,
    output reg [2:0] rd_out,
    output reg we_rf_out
);
always @(posedge clk or posedge rst) begin
    if (rst) begin
        mem_data_out   <= 8'b0;
        alu_result_out <= 8'b0;
        rd_out         <= 3'b0;
        we_rf_out      <= 1'b0;
    end else begin
        mem_data_out   <= mem_data_in;
        alu_result_out <= alu_result_in;
        rd_out         <= rd_in;
        we_rf_out      <= we_rf_in;
    end
end
endmodule
module register_file (
    input clk,
    input we,
    input [2:0] rs1, rs2, rd,
    input [7:0] wdata,
    output [7:0] rdata1, rdata2,
	output [7:0] reg0, reg1, reg2, reg3, reg4, reg5, reg6, reg7
);
    reg [7:0] regs[0:7];
    assign rdata1 = regs[rs1];
    assign rdata2 = regs[rs2];
	assign reg0 = regs[0];
    assign reg1 = regs[1];
    assign reg2 = regs[2];
    assign reg3 = regs[3];
    assign reg4 = regs[4];
    assign reg5 = regs[5];
	assign reg6 = regs[6];
    assign reg7 = regs[7];
    always @(posedge clk)
        if (we && rd != 0)
            regs[rd] <= wdata;
    integer i;
	initial begin
    for (i = 0; i < 8; i = i + 1)
        regs[i] = 0;
	end
endmodule
module top_cpu (
    input clk,
    input reset,
    output done
);
    wire [15:0] instr;
    wire [15:0] if_id_instr;
    wire [7:0] result, imm, rdata_ram;
    wire [2:0] rd, rs1, rs2;
    wire [7:0] val_rs1, val_rs2;
    wire [4:0] op;
    wire [7:0] pc;
    wire [4:0] op_ex;
    wire [7:0] val_rs1_ex, val_rs2_ex;
    wire signed [7:0] imm_ex;
    wire [2:0] rd_ex;
    wire imm_mode_ex;
    wire start_ex;
    wire start, ready, imm_mode, is_load, is_store, is_jmp, is_branch;
    wire we, we_rf, we_ram;
    wire [7:0] alu_b = imm_mode_ex ? imm_ex : val_rs2_ex;
    wire [7:0] mem_addr = val_rs1 + imm;
    instruction_rom rom (.addr(pc), .instr(instr));
    if_id if_id_stage (
        .clk(clk),
        .rst(reset),
        .pc_in(pc),
        .instruction_in(instr),
        .pc_out(),  
        .instruction_out(if_id_instr)
    );
    controller ctrl (
    .clk(clk),
    .reset(reset),
    .instr(if_id_instr),
    .op(op),
    .rs1(rs1),
    .rs2(rs2),
    .rd(rd),
    .imm(imm),
    .imm_mode(imm_mode),
    .is_load(is_load),
    .is_store(is_store),
    .is_jmp(is_jmp),
    .is_branch(is_branch),
    .done(done),
    .pc(pc)
	);
    id_ex id_ex_stage (
        .clk(clk),
        .rst(reset),
        .op_in(op),
        .val_rs1_in(val_rs1),
        .val_rs2_in(val_rs2),
        .imm_in(imm),
        .rd_in(rd),
        .rs1_in(rs1),
        .rs2_in(rs2),
        .imm_mode_in(imm_mode),
        .start_in(start),
        .pc_in(pc),
        .we_ram_in(is_store),
        .we_rf_in(1'b1),  
        .op_out(op_ex),
        .val_rs1_out(val_rs1_ex),
        .val_rs2_out(val_rs2_ex),
        .imm_out(imm_ex),
        .rd_out(rd_ex),
        .rs1_out(),  
        .rs2_out(),
        .imm_mode_out(imm_mode_ex),
        .start_out(start_ex),
        .pc_out(),
        .we_ram_out(),
        .we_rf_out()
    );
    alu_comb alu (
		.op(op_ex),
		.a(val_rs1_ex),
		.b(alu_b),
		.result(result)
	);
    wire [7:0] alu_result_ex_mem, val_rs2_ex_mem;
    wire [2:0] rd_ex_mem;
    wire [7:0] mem_addr_ex_mem;
    wire we_ram_ex_mem, we_rf_ex_mem;
    ex_mem ex_mem_stage (
        .clk(clk),
        .rst(reset),
        .alu_result_in(result),
        .val_rs2_in(val_rs2_ex),
        .rd_in(rd_ex),
        .mem_addr_in(val_rs1_ex + imm_ex),
        .we_ram_in(is_store),
        .we_rf_in(1'b1),
        .alu_result_out(alu_result_ex_mem),
        .val_rs2_out(val_rs2_ex_mem),
        .rd_out(rd_ex_mem),
        .mem_addr_out(mem_addr_ex_mem),
        .we_ram_out(we_ram_ex_mem),
        .we_rf_out(we_rf_ex_mem)
    );
    wire [7:0] result_mem_wb, rdata_mem_wb;
    wire [2:0] rd_mem_wb;
    wire we_rf_mem_wb;
    mem_wb mem_wb_stage (
        .clk(clk),
        .rst(reset),
        .mem_data_in(rdata_ram),
        .alu_result_in(alu_result_ex_mem),
        .rd_in(rd_ex_mem),
        .we_rf_in(we_rf_ex_mem),
        .mem_data_out(rdata_mem_wb),
        .alu_result_out(result_mem_wb),
        .rd_out(rd_mem_wb),
        .we_rf_out(we_rf_mem_wb)
    );
    assign we_rf = we_rf_mem_wb;
    assign we_ram = we_ram_ex_mem;
    wire [7:0] reg0, reg1, reg2, reg3, reg4, reg5, reg6, reg7;
    register_file rf (
        .clk(clk), .we(we_rf),
        .rs1(rs1), .rs2(rs2), .rd(rd_mem_wb),
        .wdata(is_load ? rdata_mem_wb : result_mem_wb),
        .rdata1(val_rs1), .rdata2(val_rs2),
        .reg0(reg0), .reg1(reg1), .reg2(reg2),
        .reg3(reg3), .reg4(reg4), .reg5(reg5),
        .reg6(reg6), .reg7(reg7)
    );
    data_ram ram (
        .clk(clk),
        .we(we_ram),
        .addr(mem_addr_ex_mem),
        .wdata(val_rs2_ex_mem),
        .rdata(rdata_ram)
    );
endmodule
==> results.tsv <==
metric	value	unit
status	finished, final reports clean	
antenna_found_initial	0	
grt_max_degree	10	
cts-resized-gates	0	
endpoint	done	
warnings	25	
drc	0	
logic_area	125.1	um^2
layout_min_cycle_time	1.534	ns
yosys_cells	26	
path_cells	clkdlybuf4s50_1	
syn_to_final_growth	29.02	%
wire_per_inst	7.038	um
dieArea	0.006400	mm^2
fmax	0.6521	GHz
ant_nets	0	
antenna-diode-count	0	
ys_area	357.8	um^2
max_slew_margin	77.63	%
cts_buffers	3	
startpoint	ctrl.done$_DFFE_PP0P_	
final-setup-viol-count	0	
num-fill-cells	398	
p_leak	0.2091	nW
rsz0062_at_grt	false	
cp.buffers_inverters	1	
die_y	80	um
avgSynthCellArea	13.76	um^2
vias	199	
hold_slack	0.4652	ns
critPathTopFamily	buffers and inverters	
power_per_cell_area	584.4	mW/mm^2
routed_wl	549	um
path_class	reg -> out	
finalClockPeriodUsage	63.90	%
ir_worst_vdd	0.1407	mV
synth_cell_type_count	11	
initial_core_util	10.48	%
min_path_type	reg -> reg	
root_buffer	clkbuf_4	
via_per_inst	2.551	
clock_latency	0.25	ns
rr_endpoint	ctrl.pc[4]$_DFF_PP0_	
cp_slowest_stage_delay	0.46	ns
r2r_slack	1.32	ns
final_cell_mix	9 x dfrtp_1, 5 x xnor2_1, 3 x nand3_1, 3 x clkbuf_4	
fp.coreArea	0.003416	mm^2
synthesis.instances	26	
flop_area	225.2	um^2
num_rows	21	
grt_usage	2.006	%
ys_ff	9	
lay_top_count	dfrtp_1	
hold_viol	0	
grt_pass1_wl	1035	um
cp.depth	1	
clkSlewWorstSetupHoldPaths	0.06	ns
reg2regPathDepth	3	
skew	0.002718	ns
start_kind	flip-flop	
maxSlewViolCount	0	
final_layout_size_suffix_gt1_share	18.75	%
globalplace.congestion	0.6773	
cts_buffer_depth	2	
io_buffers	2	
timing.critical_path.to_type	output port	
syn_area	357.8	um^2
crit_fanout	2	
overflow	0	
io_pins	3	
crit_arrival	1.05	ns
cap_violations	0	
slowest_stage	clkdlybuf4s50_1	
cts_tree	done	
die_x	80	um
worst_ep_required_time	1.92	ns
synth_seq_share	62.94	%
cts_sinks	9	
drtPass1Iterations	2	
timing.rr.start	ctrl.pc[0]$_DFF_PP0_	
fin_setup_tns	0	ns
h-tree-depth	1	
yosysWarnings	9	
drt-initial-drc-count	8	
first_global_vias	236	
tightestPinTransition	0.3352	ns
postCtsHoldBufs	0	
post_cts_buffers	0	
cells by family (layout without fill, tap and decap cells):
kind of cell / Yosys count / count (layout) / synth area share [%]
adder cells (fa/ha/maj): 1 / 1 / 3.496
flip-flops: 9 / 9 / 62.94
AND/OR/NAND/NOR: 7 / 7 / 13.98
AND-OR/OR-AND: 1 / 1 / 2.797
XOR/XNOR: 6 / 6 / 14.69
buffers and inverters: 2 / 8 / 2.099
layer usage:
layer,vias to the layer above,share of wire [%],GRT usage (%)
met5,-,0,0
met4,0,0,0.8803
met3,0,5.6,1.136
met2,1,50,3.210
met1,99,44,2.103
li1,99,-,-
Yosys cell counts (all sizes together):
library cell | number | area, um^2
and4 | 1 | 11.26
nand3 | 3 | 15.01
nand4 | 1 | 12.51
xnor2 | 5 | 43.79
dfrtp | 9 | 225.2
inv | 2 | 7.510
a41o | 1 | 10.01
ha | 1 | 12.51
nand2 | 1 | 3.750
and3 | 1 | 7.510
xor2 | 1 | 8.760
stage by stage:
| step | power (mW) | instance area [um^2] | util [%] | setup slack (ns) | std cells |
|---|---|---|---|---|---|
| after global placement | 0.1593 | 435.4 | 12.75 | 1.126 | 74 |
| after global routing | 0.2843 | 461.7 | 13.52 | 0.8129 | 78 |
| final | 0.2698 | 461.7 | 13.52 | 0.8665 | 78 |
| after detailed placement | 0.1595 | 435.4 | 12.75 | 1.128 | 74 |
| after CTS | 0.2759 | 461.7 | 13.52 | 0.8390 | 78 |
| after floorplan | 0.1569 | 357.8 | - | 1.427 | 26 |
state kept, by name (all words and copies together) (netlist names):
register and cells:
ctrl.pc 8, ctrl.done 1
where the power goes:
part           leakage, nW  switching [mW]  internal (mW)
Clock               0.0150          0.0496         0.0639
Combinational       0.0782         0.00304        0.00153
Sequential           0.116               0          0.152
Total                0.209          0.0527          0.217
how the worst min path moves through the flow:
stage / startpoint / end / slack, ns / depth (start not counted)
final: ctrl.done$_DFFE_PP0P_ / ctrl.done$_DFFE_PP0P_ / 0.47 / 1
after global routing: ctrl.done$_DFFE_PP0P_ / ctrl.done$_DFFE_PP0P_ / 0.49 / 1
after CTS: ctrl.done$_DFFE_PP0P_ / ctrl.done$_DFFE_PP0P_ / 0.47 / 1
cell type report:
cell class | count | share of cell area (%)
inverter | 2 | 1.626
clock buffer | 4 | 5.691
tap | 46 | 12.47
timing repair buffer | 2 | 4.336
sequential | 9 | 48.78
multi-input combinational | 15 | 27.10
Power is estimated from default activity; no workload was simulated.
