==> flow/design.v <==
module alu_mul_chain (
    input  wire        clk,
    input  wire        reset_n,
    input  wire [15:0] a,
    input  wire [15:0] b,
    input  wire [15:0] c,
    output reg  [31:0] y
);
    wire [31:0] m1 = a * b;
    wire [31:0] m2 = m1 * c;
    always @(posedge clk or negedge reset_n) begin
        if (!reset_n)
            y <= 32'd0;
        else
            y <= m2;
    end
endmodule
==> flow/run.sh <==
#!/bin/bash
# OpenROAD 26Q1-2900-gdf79404cd8, Yosys 0.63+post, stock flow scripts
make -C /OpenROAD-flow-scripts/flow DESIGN_CONFIG=/design/flow/config.mk WORK_HOME=/design/flow/orfs finish
==> flow/config.mk <==
export PLATFORM = sky130hd
export DESIGN_NAME = alu_mul_chain
export DESIGN_NICKNAME = alu_mul_chain
export VERILOG_FILES = /design/flow/design.v
export SDC_FILE = /design/flow/constraint.sdc
export NUM_CORES = 4
export LEC_CHECK = 1
export CORE_UTILIZATION = 30
==> flow/constraint.sdc <==
current_design alu_mul_chain

set clk_period 1.0
set clk_io_pct 0.2

create_clock -name clk0 -period $clk_period [get_ports {clk}]

set non_clock_inputs [all_inputs -no_clocks]
set_input_delay [expr $clk_period * $clk_io_pct] -clock clk0 $non_clock_inputs
set_output_delay [expr $clk_period * $clk_io_pct] -clock clk0 [all_outputs]
==> flow_summary_export.csv <==
group,metric,value,unit
outcome,outcome,"finished, violations left",
outcome,violations,"negative hold slack, negative setup slack",
setup_path,crit_required,1.18,ns
synth,ys.flop_type,"dfrtp_1",
layout,layout-drive-gt1-share,30.4,%
die,die_w,265,um
cts,clk_root_buffer_cell,"clkbuf_16",
setup_path,crit_arrival,10.17,ns
setup_path,crit_family,"adder cells",
detailed_routing,drt_iter0_drc,530,
timing,fin_tns_setup,-217.08,ns
synth,ys_area,0.0208,mm2
place,dp.cells,3536,
setup_path,crit_path_end_kind,"flip-flop",
setup_path,cpMostUsedCell,"fa_1",
timing,max_freq,100,MHz
global_route,grt_max_degree,33,
synth,synthTopCellsByArea,"fa_1 48%, ha_1 10%, inv_1 10%",
detailed_routing,vias_per_cell,4.51,
cts,cts_tree,"yes",
timing,hold_ws,-0.144,ns
die,die_area,0.0702,mm2
timing,worstMarginPinSlew,0.455,ns
global_route,grt_pass1_vias,18500,
timing,hold_viol_final,32,
global_route,antenna_found_initial,1,
setup_path,worst_path_max_delay_cell,"fa_1",
timing,setup_slack,-8.99,ns
setup_path,start_kind,"input pin",
synth,ys.flops,32,
timing,grt_setup_unrepaired,"yes",
cts,cts.htree.levels,2,
synth,postSynthAreaPerCell,8.89,um2
setup_path,crit_type,"in -> reg",
cts,clock_sinks,32,
detailed_routing,routed_wl,53200,um
place,portBuffers,81,
layout,final_util,41.3,%
timing,setup_viol,34,
setup_path,critPathMaxStageDelay,0.54,ns
synth,ys_seq_share,3.86,%
cts,numCtsBuffers,5,
detailed_routing,post-route-drc-count,0,
layout,largest_register_ffs,32,
global_route,grt_pass1_wl,93400,um
die,core.rowCount,96,
synth,netlist_area,0.0208,mm2
layout,top_register,"y",
synth,synthArstFlopShare,100,%
detailed_routing,first_pass_iters,5,
layout,area_growth_syn_to_layout,36.3,%
place,gp_congestion,0.925,
layout,reg_top3,"y: 32 flops",
place,hpwlAfterDp,43500,um
synth,edf_count,0,
detailed_routing,ant_nets,0,
die,boundaryPins,82,
synth,yosysTopAreaCellShare,48.0,%
timing,period_minus_slack,9.99,ns
synth,synth_cells,2334,
layout,final_cell_mix,"507 x inv_1, 472 x fa_1, 370 x buf_4",
timing,period_used_share,999,%
die,design.core.area,0.0685,mm2
global_route,grt_usage,17.5,%
run,tool_warnings,30,
setup_path,crit_buf_inv,7,
detailed_routing,wl_per_cell,14.5,um
die,chipHeight,265,um
layout,lay_top_count,"inv_1",
layout,final-instance-count-excl-fill,3677,
cts,clk_pin_slew,0.06,ns
timing,final_max_slew_viol_count,0,
setup_path,cp_max_fo,7,
synth,yosysTopAreaCell,"fa_1",
worst_hold_path,holdCritPathClass,"in -> async",
die,fp_util,30.3,%
timing,relSlewSlack,69.4,%
run,drv_cap,0,
cts,max-clock-path-buffers,2,
synth,yosysWarnings,1,
global_route,grt.overflow.total,0,
synth,yosys_cells,2334,
synth,netlist-cell-type-count,61,
detailed_routing,dr_total_vias,16600,
## area by class of cell
type / count / area (um2)
fillers: 6500 / 40200
multi-input cells: 1649 / 19200
repair buffers: 553 / 5010
inverters: 553 / 2080
well taps: 882 / 1100
flip-flops and latches: 32 / 801
clock buffers: 6 / 129
clock inverters: 1 / 5.00
diodes: 1 / 2.50
## cells in the mapped netlist, drive strengths merged (3+ instances only)
cell and count:
a211oi 7, a21o 25, a21oi 42, a31oi 4
and2 248, and3 18, buf 4, clkbuf 96
dfrtp 32, fa 498, ha 169, inv 553
nand2 386, nand2b 18, nand3 12, nand3b 3
nand4 6, nor2 36, nor2b 10, nor3 16
nor4 3, o211ai 6, o21a 7, o21ai 26
o21bai 4, o31ai 4, xnor2 52, xnor3 3
xor2 16
## cells by family (layout without fill, tap and decap cells)
group                      after synthesis  in the layout  synth area share (%)
and+or+nand+nor                        765            765                  18.0
DFF                                     32             32                  3.86
buffers and inverters                  653           1113                  11.9
AOI/OAI and AO/OA                      144            144                  4.64
xor gates and xnor gates                72             72                  3.31
other                                    0              1                     0
muxes                                    1              1                0.0543
adders and majority gates              667            667                  58.2
## per-layer routing
layer	up-vias	global-route usage [%]	wire, um
met2	455	29.3	26400
met1	8325	22.8	21300
met5	-	0	0
met3	56	6.38	4630
li1	7753	-	-
met4	0	2.16	871
## through the flow
step                setup slack [ns]  cell area [um2]
floorplan                      -8.92            21900
global placement               -9.82            26000
global route                   -9.45            28300
detailed placement             -9.81            26000
finish                         -8.99            28300
CTS                            -9.07            27900
## path summary, 6_finish.rpt
| kind | slack, ns | start | to | depth (start not counted) |
|---|---|---|---|---|
| worst max-delay path | -8.99 | a[13] | y[31]$_DFF_PN0_ | 40 |
| worst min-delay path | -0.14 | reset_n | y[3]$_DFF_PN0_ | 2 |
| max in group asynchronous | 0.94 | reset_n | y[26]$_DFF_PN0_ | 2 |
| min in group clk0 | 0.53 | b[0] | y[0]$_DFF_PN0_ | 4 |
## timing repair
item	4_1_cts	5_1_grt
resized	469	87
pin swaps	164	109
gates cloned	10	0
endpoints found under the setup margin	64	45
setup buffers	111	23
endpoints found under the hold margin	32	32
