==> config.mk <==
export PLATFORM = sky130hd
export DESIGN_NAME = false_path_chain
export DESIGN_NICKNAME = false_path_chain
export VERILOG_FILES = /design/flow/design.v
export SDC_FILE = /design/flow/constraint.sdc
export NUM_CORES = 4
export LEC_CHECK = 1
export CORE_UTILIZATION = 30
==> constraint.sdc <==
current_design false_path_chain

set clk_period 1.0
set clk_io_pct 0.2

create_clock -name clk0 -period $clk_period [get_ports {clk}]

set non_clock_inputs [all_inputs -no_clocks]
set_input_delay [expr $clk_period * $clk_io_pct] -clock clk0 $non_clock_inputs
set_output_delay [expr $clk_period * $clk_io_pct] -clock clk0 [all_outputs]
==> design.v <==
module false_path_chain (
    input  wire        clk,
    input  wire        reset_n,
    input  wire [15:0] a,
    input  wire [15:0] b,
    input  wire [15:0] c,
    input  wire        sel,      
    output reg  [31:0] y
);
    wire [31:0] fast = {16'd0, a};
    (* keep = "true" *) wire [31:0] slow1   = a * b;
    (* keep = "true" *) wire [31:0] slow2   = slow1 * c;
    (* keep = "true" *) wire [31:0] slow3   = slow2 * 32'd3;
    wire [31:0] mux_out = sel ? slow3 : fast;
    always @(posedge clk or negedge reset_n) begin
        if (!reset_n)
            y <= 32'd0;
        else
            y <= mux_out;
    end
endmodule
==> run.sh <==
#!/bin/bash
# OpenROAD 26Q1-2900-gdf79404cd8, Yosys 0.63+post, stock flow scripts
make -C /OpenROAD-flow-scripts/flow DESIGN_CONFIG=/design/flow/config.mk WORK_HOME=/design/flow/orfs finish
==> qor.yml <==
timing:
  worstMarginPinSlew_ps: 486
  hold_violations: 32
  worst_hold_slack_ps: -142
  tns_ps: -255710
  fin_crit_ps: 11470
  setup_violations: 33
  slew_headroom_pct: 67.2
  clock.fmax_ghz: 0.0872
  fin_crit_sh_pct: 1150
  rsz0062_at_grt: "true"
  setup_slack_ps: -10470
  slew_violations: 0
grt:
  globalRoute.totalOverflow: 0
  antenna_found_initial: 0
  track_usage_pct: 17.9
  grt_pass1_vias: 20100
  grt_pass1_wl_mm: 105
  grt_max_degree: 33
synthesis:
  syn-mean-instance-area_um2: 8.73
  yosys_warnings: 1
  synthCells: 2627
  syn_area_um2: 22900
setup_path:
  crit_fanout: 5
  endpoint_kind: "register"
  slowest_delay_ps: 570
  arrival_ps: 11650
  setup.worst_path.end: "y[31]"
  cp_slowest_cell: "fa_1"
  crit_start: "a[4]"
  crit_path_start_kind: "input pin"
  crit_required_ps: 1190
  worst-setup-path-type: "in -> reg"
  cp_common_cell: "fa_1"
floorplanning:
  die_h_um: 279
  die_width_um: 279
  rows: 101
  num_io_pins: 83
  die_area_um2: 77600
  core-area_um2: 75800
  floorplan.core_util_pct: 30.3
detailed_routing:
  antenna_left: 0
  wl_mm: 64.0
  antenna_cells: 0
  firstDrtPassIters: 5
  drc: 0
  via_count: 18900
  wire_per_inst_um: 15.4
  first_iter_violations: 656
  via_per_inst: 4.55
finish:
  drive_gt1_share_pct: 31.3
  largest_reg_flops: 32
  fin_util_pct: 41.9
  reg_top3: "y (32)"
  fin_area_um2: 31800
  fillers: 7189
  synthToLayoutAreaGrowth_pct: 38.4
  regMostFlops: "y"
clocking:
  cts_buffers: 5
  clkSinkCount: 32
  cts.path.max_buffers: 2
  cts_tree: "yes"
  root_buffer: "clkbuf_16"
  htreeDepth: 2
  cts.clk_slew.worst_paths_ps: 60
hold_path:
  holdCritPathClass: "in -> async"
job:
  maxCapViolCount: 0
  tool_warnings: 30
run_status:
  violations: "hold timing, setup timing"
  outcome: "finished with violations"
placed_design:
  numPortBuffers: 82
  place_area_um2: 29200
  place_hpwl_mm: 54.0
  place.gp.congestion: 0.953
## placed cells by master, fill, tap and decap left out, drive strengths merged, types with 6 or more instances in the layout
cell             n
a21boi           6
buf            628
nor3b            8
dlygate4sd2      9
ha             196
xnor2           72
xor2            22
clkdlybuf4s50   15
fa             499
dfrtp           32
a21oi           67
nor2            42
nor3            12
nand2          406
clkbuf           9
o21a            19
and3            26
o21bai          15
or3              8
nor2b           24
a31oi            9
and2           277
mux2            14
nand2b          12
a211oi          12
nand3           13
a21o            32
inv            567
o211ai          10
o21ai           33
## worst min-delay path by stage
| stage | cells after the start | slack, ps | from | end |
|---|---|---|---|---|
| after CTS | 2 | -140 | reset_n | y[15] |
| final | 2 | -140 | reset_n | y[19] |
| after global routing | 2 | -130 | reset_n | y[10] |
## metrics by stage
stage               worst slack [ps]  instances
global placement              -11540       4058
floorplan                     -10650       2627
finish                        -10470       4162
detailed placement            -11510       4058
CTS                           -10430       4141
global route                  -11000       4162
## final cells by class
| type | count | area, um2 | area share, % |
|---|---|---|---|
| multi-input combinational | 1911 | 21700 | 68.2 |
| clock buffer | 5 | 125 | 0.394 |
| sequential | 32 | 801 | 2.52 |
| clock inverter | 3 | 42.5 | 0.134 |
| inverter | 568 | 2130 | 6.71 |
| timing repair buffer | 665 | 5760 | 18.1 |
| tap | 978 | 1220 | 3.85 |
## critical path, delay by kind of cell
kind	cells	cell delay [ps]
adder cells (fa/ha/maj)	15	6650
AND-OR/OR-AND	12	2390
buffers and inverters	11	1030
AND/OR/NAND/NOR	8	960
XOR/XNOR	3	400
## layer usage
metal | up-vias | share of wire [%] | track usage [%]
li1 | 9017 | - | -
met1 | 9360 | 44 | 25.6
met2 | 490 | 46 | 27.1
met3 | 51 | 8.5 | 6.73
met4 | 0 | 1.8 | 2.63
met5 | - | 0 | 0
## what timing repair did
item	in CTS	in global routing
setup buffers	75	25
setup endpoints to repair	64	37
gates cloned	4	0
pin swaps	147	85
resized	483	134
endpoints found under the hold margin	32	32
